<file path="flow/run.sh">
#!/bin/bash
# OpenROAD 26Q1-2900-gdf79404cd8, Yosys 0.63+post, stock flow scripts
make -C /OpenROAD-flow-scripts/flow DESIGN_CONFIG=/design/flow/config.mk WORK_HOME=/design/flow/orfs finish
</file>
<file path="flow/config.mk">
export PLATFORM = sky130hd
export DESIGN_NAME = RegFile
export DESIGN_NICKNAME = RegFile
export VERILOG_FILES = /design/flow/design.v
export SDC_FILE = /design/flow/constraint.sdc
export NUM_CORES = 4
export LEC_CHECK = 1
export CORE_UTILIZATION = 40
</file>
<file path="flow/constraint.sdc">
current_design RegFile

set clk_period 15.5
set clk_io_pct 0.2

create_clock -name clk0 -period $clk_period [get_ports {clk}]

set non_clock_inputs [all_inputs -no_clocks]
set_input_delay [expr $clk_period * $clk_io_pct] -clock clk0 $non_clock_inputs
set_output_delay [expr $clk_period * $clk_io_pct] -clock clk0 [all_outputs]
</file>
<file path="flow/design.v">
package Pipe_Buf_Reg_PKG;
  typedef struct packed {
    logic [8:0]  Curr_Pc;
    logic [31:0] Curr_Instr;
  } if_id_reg;
  typedef struct packed {
    logic        ALUSrc;
    logic        MemtoReg;
    logic        RegWrite;
    logic        MemRead;
    logic        MemWrite;
    logic [1:0]  ALUOp;
    logic        Branch;
    logic        Jal;
    logic        Jalr;
    logic [8:0]  Curr_Pc;
    logic [31:0] RD_One;
    logic [31:0] RD_Two;
    logic [4:0]  RS_One;
    logic [4:0]  RS_Two;
    logic [4:0]  rd;
    logic [31:0] ImmG;
    logic [2:0]  func3;
    logic [6:0]  func7;
    logic [31:0] Curr_Instr;
  } id_ex_reg;
  typedef struct packed {
    logic        RegWrite;
    logic        MemtoReg;
    logic        MemRead;
    logic        MemWrite;
    logic [31:0] Pc_Imm;
    logic [31:0] Pc_Four;
    logic [31:0] Imm_Out;
    logic [31:0] Alu_Result;
    logic [31:0] RD_Two;
    logic [4:0]  rd;
    logic [2:0]  func3;
    logic [6:0]  func7;
    logic [31:0] Curr_Instr;
    logic JSel;
  } ex_mem_reg;
  typedef struct packed {
    logic        RegWrite;
    logic        MemtoReg;
    logic [31:0] Pc_Imm;
    logic [31:0] Pc_Four;
    logic [31:0] Imm_Out;
    logic [31:0] Alu_Result;
    logic [31:0] MemReadData;
    logic [4:0]  rd;
    logic [31:0] Curr_Instr;
    logic JSel;
  } mem_wb_reg;
endpackage
`timescale 1ns / 1ps
module RegFile #(
    parameter DATA_WIDTH = 32,   
    parameter ADDRESS_WIDTH = 5,   
    parameter NUM_REGS = 32
) (
    input clk,   
    input rst,   
    input rg_wrt_en,   
    input  [ADDRESS_WIDTH-1:0] rg_wrt_dest,  
    input [ADDRESS_WIDTH-1:0] rg_rd_addr1,   
    input [ADDRESS_WIDTH-1:0] rg_rd_addr2,   
    input  [DATA_WIDTH-1:0] rg_wrt_data,  
    output logic [DATA_WIDTH-1:0] rg_rd_data1,   
    output logic [DATA_WIDTH-1:0] rg_rd_data2    
);
  integer i;
  logic [DATA_WIDTH-1:0] register_file[NUM_REGS-1:0];
  always @(negedge clk) begin
    if (rst == 1'b1) for (i = 0; i < NUM_REGS; i = i + 1) register_file[i] <= 0;
    else if (rst == 1'b0 && rg_wrt_en == 1'b1) begin
      register_file[rg_wrt_dest] <= rg_wrt_data;
    end
  end
  assign rg_rd_data1 = register_file[rg_rd_addr1];
  assign rg_rd_data2 = register_file[rg_rd_addr2];
endmodule
</file>
==> metrics.yaml <==
yosys_warnings: 1
max_slew_margin: 0.375
cp-start-kind: "register"
viasPerCell: 5.47
edf_count: 1024
p_leak_nw: 29.9
port_buffers: 113
drive_above_1_share: 0.0760
slowest_stage: "nor3_1"
crit_type: "register to output port"
ys_ff: 1024
cp_cell_sequence: "mux2i_1, a22o_1, nor3_1, a31oi_1, nand3_1, clkdlybuf4s50_1"
lay_top_cells: "1062 x inv_1, 1024 x and2_1, 1024 x mux2i_1, 1024 x edfxtp_1, 194 x nand2_1"
worst_slew_pin_slew_ns: 0.937
rows: 137
yosysSeqAreaShare: 0.547
clock_sinks: 1024
globalRouteMet1Util: 0.350
core_um2: 140000
largest_register: "register_file"
dp.cells: 6345
overflow: 0
fp_util: 0.403
postSynthAreaPerCell_um2: 12.1
outcome: "completed"
die_h_um: 377
cp_slowest_stage_delay_ns: 0.54
postSynthCellCount: 4641
grtUsageTotal: 0.293
grt_max_degree: 84
arrival_ns: 10.60
cts_root_buf: "clkbuf_16"
synth-area-yosys_um2: 56200
setup_tns_ns: 0
slew_viol_final: 0
largest_register_ffs: 1024
cts_setup_buffers: 0
post-route-util: 0.480
cts_tree: "done"
postCtsHoldBufs: 0
lay_top_count: "inv_1"
clkTransAtPathRegs_ns: 0.03
crit_path_end_kind: "output port"
pre_cts_ws_ns: 1.26
dp_hpwl_um: 111000
die_area_um2: 142000
cts_resized: 0
finalSetupViolations: 0
required_ns: 12.40
num_vias: 41500
rsz0062_at_grt: "false"
drcViolationCount: 0
die_w_um: 377
vdd_drop_max_mv: 0.0935
crit_family: "simple AND/OR/NAND/NOR gates"
min_path_type: "input port to output port"
area_growth_pct: 19.2
grt_pass1_vias: 44600
pin_count: 114
cts_buffer_depth: 3
async_flop_share: 0
drv_cap: 0
critPathMaxFanout: 2
critPathBufInv: 1
grt_first_pass_wirelength_um: 279000
fin_cells: 7592
numCtsBuffers: 118
wirelength_um: 195000
antenna_found_initial: 10
warnings: 1027
holdWs_ns: 7.44
drtPass1Iterations: 5
power.density_nw_per_um2: 121
ys_cells: 4641
gr-usage-met3: 0.173
gp_congestion: 0.921
setup_ws_ns: 1.80
post_drt_wl_per_cell_um: 25.6
gr-max-usage-layer: "met2"
synth-main-ff-cell: "edfxtp_1"
netlist_area_um2: 56200
met2_usage: 0.430
top_regs: "register_file x1024"
synth_cell_types: 31
cts_max_level: 3
ant_nets: 0
dr.first_iter.drc_count: 2709
finalHoldViolCount: 0
[routing by layer]
| metal | share of wire | vias to the layer above |
|---|---|---|
| li1 | - | 18900 |
| met1 | 0.37 | 20000 |
| met2 | 0.47 | 2104 |
| met3 | 0.12 | 415 |
| met4 | 0.041 | 8 |
| met5 | 0.00038 | - |
[cell families after synthesis]
logic type,after synthesis,synth area share
AOI/OAI and AO/OA,576,0.0698
buffers and inverters,449,0.0397
muxes,1024,0.182
DFF,1024,0.547
and+or+nand+nor,1568,0.161
[path summary, 6_finish.rpt]
kind | from | to | slack (ns) | cells past startpoint
worst max-delay path | register_file[0][28] | rg_rd_data1[28] | 1.80 | 6
worst min-delay path | rg_rd_addr1[1] | rg_rd_data1[18] | 7.44 | 6
[synth_stat cells (all sizes together) (2+ instances only)]
library cell | n | area (µm²)
or3b | 2 | 22.5
nor3 | 64 | 320
buf | 179 | 1180
nor2 | 36 | 245
or2 | 34 | 213
nand2 | 196 | 736
or3 | 2 | 17.5
clkbuf | 269 | 1040
a21oi | 192 | 961
edfxtp | 1024 | 30700
a31oi | 64 | 400
nand3 | 194 | 976
a22oi | 192 | 1440
and2 | 1026 | 6420
nor2b | 5 | 31.3
a22o | 128 | 1120
mux2i | 1024 | 10200
nand3b | 4 | 33.8
nand2b | 5 | 31.3
[metrics by stage]
step | total power, W | cell area, µm²
3_5_place_dp | 0.00451 | 59000
3_3_place_gp | 0.00450 | 59000
5_1_grt | 0.00856 | 67000
6_report | 0.00809 | 67000
2_1_floorplan | 0.00416 | 56200
4_1_cts | 0.00819 | 67000
[area by class of cell]
type	count	area [µm²]
fillers	12200	72500
flip-flops and latches	1024	30700
multi-input cells	3168	23400
clock inverters	1127	4990
clock buffers	119	2980
repair buffers	276	2490
well taps	1876	2350
diodes	2	5.00
[worst min-delay path, cell delays in order]
cell,delay (ns)
buf_8,0.28
mux2i_1,0.20
nand2_1,0.06
nand3_1,0.06
nand3_1,0.14
clkdlybuf4s50_1,0.48
[where the power goes]
group          switching (W)  internal (W)  total [W]  leakage, nW
Sequential         0.0000785       0.00322    0.00330         9.74
Clock                0.00185       0.00214    0.00399         7.54
Combinational       0.000500      0.000291   0.000792         12.7
Power and IR drop assume default switching activity.
