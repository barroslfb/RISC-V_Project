File: flow/run.sh
#!/bin/bash
# OpenROAD 26Q1-2900-gdf79404cd8, Yosys 0.63+post, stock flow scripts
make -C /OpenROAD-flow-scripts/flow DESIGN_CONFIG=/design/flow/config.mk WORK_HOME=/design/flow/orfs finish
File: flow/config.mk
export PLATFORM = sky130hd
export DESIGN_NAME = alu
export DESIGN_NICKNAME = alu
export VERILOG_FILES = /design/flow/design.v
export SDC_FILE = /design/flow/constraint.sdc
export NUM_CORES = 4
export LEC_CHECK = 1
export CORE_UTILIZATION = 30
File: flow/constraint.sdc
current_design alu

set clk_period 17.9
set clk_io_pct 0.2

create_clock -name clk0 -period $clk_period

set non_clock_inputs [all_inputs -no_clocks]
set_input_delay [expr $clk_period * $clk_io_pct] -clock clk0 $non_clock_inputs
set_output_delay [expr $clk_period * $clk_io_pct] -clock clk0 [all_outputs]
File: flow/design.v
package Pipe_Buf_Reg_PKG;
  typedef struct packed {
    logic [8:0]  Curr_Pc;
    logic [31:0] Curr_Instr;
  } if_id_reg;
  typedef struct packed {
    logic        ALUSrc;
    logic        MemtoReg;
    logic        RegWrite;
    logic        MemRead;
    logic        MemWrite;
    logic [1:0]  ALUOp;
    logic        Branch;
    logic        Jal;
    logic        Jalr;
    logic [8:0]  Curr_Pc;
    logic [31:0] RD_One;
    logic [31:0] RD_Two;
    logic [4:0]  RS_One;
    logic [4:0]  RS_Two;
    logic [4:0]  rd;
    logic [31:0] ImmG;
    logic [2:0]  func3;
    logic [6:0]  func7;
    logic [31:0] Curr_Instr;
  } id_ex_reg;
  typedef struct packed {
    logic        RegWrite;
    logic        MemtoReg;
    logic        MemRead;
    logic        MemWrite;
    logic [31:0] Pc_Imm;
    logic [31:0] Pc_Four;
    logic [31:0] Imm_Out;
    logic [31:0] Alu_Result;
    logic [31:0] RD_Two;
    logic [4:0]  rd;
    logic [2:0]  func3;
    logic [6:0]  func7;
    logic [31:0] Curr_Instr;
    logic JSel;
  } ex_mem_reg;
  typedef struct packed {
    logic        RegWrite;
    logic        MemtoReg;
    logic [31:0] Pc_Imm;
    logic [31:0] Pc_Four;
    logic [31:0] Imm_Out;
    logic [31:0] Alu_Result;
    logic [31:0] MemReadData;
    logic [4:0]  rd;
    logic [31:0] Curr_Instr;
    logic JSel;
  } mem_wb_reg;
endpackage
`timescale 1ns / 1ps
module alu#(
                parameter DATA_WIDTH = 32,
                parameter OPCODE_LENGTH = 4
        )
        (
                input logic [DATA_WIDTH-1:0]    SrcA,
                input logic [DATA_WIDTH-1:0]    SrcB,
                input logic [OPCODE_LENGTH-1:0] Operation,
                output logic[DATA_WIDTH-1:0]    ALUResult
        );
        always_comb begin
            case(Operation)
                4'b0000:         
                        ALUResult = SrcA & SrcB;
                4'b0001:         
                        ALUResult = $signed(SrcA) - $signed(SrcB);
                4'b0010:         
                        ALUResult = $signed(SrcA) + $signed(SrcB);
                4'b0011:         
                        ALUResult = SrcA | SrcB;
                4'b0100:         
                        ALUResult = SrcA ^ SrcB;
                4'b0101:         
                        ALUResult = SrcA << SrcB[4:0];
                4'b0110:         
                        ALUResult = SrcA >> SrcB[4:0];
                4'b0111:         
                        ALUResult = $signed(SrcA) >>> SrcB[4:0];
                4'b1000:         
                        ALUResult = SrcA == SrcB;
                4'b1001:         
                        ALUResult = $signed(SrcA) < $signed(SrcB);
                4'b1010:         
                        ALUResult = SrcA < SrcB;
                4'b1011:         
                        ALUResult = SrcA != SrcB;
                4'b1100:         
                        ALUResult = $signed(SrcA) < $signed(SrcB);
                4'b1101:         
                        ALUResult = $signed(SrcA) >= $signed(SrcB);
                default:
                        ALUResult = 0;
            endcase
        end
endmodule
==> GITHUB_STEP_SUMMARY <==
## Implementation flow summary

| Metric | Value |
|---|---|
| Status | finished clean |
| CP endpoint kind | output port |
| Total internal power | 0.1342 mW |
| Final Cell Area | 0.01070 mm2 |
| IO Port Bufs | 100 |
| Psw | 0.2007 mW |
| First-pass GRT wire length | 68.63 mm |
| Layout overhead on the synthesized area | 12.63% |
| DRC errors left | 0 |
| Num ports | 100 |
| Start point of the critical path | SrcA[18] |
| Post-layout util | 34.63% |
| Hold buffers post-CTS | 0 |
| Setup CP Type | in2out |
| Hold Fails Final Rpt | 0 |
| VDD IR max | 0.00001132 V |
| First-pass DRT Iterations | 7 |
| Crit Path Max Fanout | 12 |
| Final slew viol count | 0 |
| Routability Congestion | 1.032 |
| Cell taking the most area after synthesis | ha_1 |
| Post-layout min period | 11.76 ns |
| Yosys synthesis chip area | 0.009503 mm2 |
| Routed vias | 11.36k |
| Yosys warns | 1 |
| M1 GR Usage | 41.80% |
| Die X | 180.0 um |
| Core ar. | 0.03091 mm2 |
| Grt met2 use | 43.30% |
| Net Sw Frac | 59.93% |
| Post-CTS Resized | 0 |
| Final setup fails | 0 |
| Post CTS Setup Buffer Count | 0 |
| Max_slew headroom | 39.64% |
| Post-synth seq share | 0% |
| Max cap viols | 0 |
| Total Negative Setup Slacks | 0 ns |
| Initial antenna violation count | 1 |
| Hold wc startpoint | SrcB[4] |
| WHS Endpoint | ALUResult[3] |
| Cell count listed in synth_stat.txt | 1368 |
| Seq_cells | 0 |
| Vias/cell | 6.390 |
| Met3 usage | 3.818% |
| Most Crowded Layer GR | met2 |
| WL/cell | 25.68 um |
| Critical Path Start Type | input pin |
| Post-Synthesis Cells | 1368 |
| Tot GR Track Use | 28.18% |
| Placed cell areas | 0.01070 mm2 |
| Synth Cell Area | 0.009503 mm2 |
| Dpl hpwl | 35.39 mm |
| Total Wirelength | 45.64 mm |
| Register Area | 0 um2 |
| Avg Synthesized Cell Area | 6.947 um2 |
| Min-delay worst type | in2out |
| WP data required | 14.32 ns |
| Number of global-route vias before repair | 10.66k |
| Ratio of final minimum period to clock period | 65.70% |
| Worst-margin pin slew | 0.8940 ns |
| Top post-synthesis cells by count | 126 x nand2_1, 126 x nor2_1, 115 x a21oi_1 |
| Clock Buffer Count | 0 |
| Die footprint | 0.03239 mm2 |
| Starting Density | 30.74% |
| DRT iter0 DRCs | 1228 |
| P per Cell Area | 31.28 mW/mm2 |
| Post-route ant nets | 0 |
| Fraction of layout cells with a size suffix above 1 | 9.638% |
| Min-Delay Path Depth | 5 |
| Worst Path Arrival | 8.18 ns |
| Lkg Pwr | 4.348 nW |
| Gr ovfl total | 0 |
| Tool warnings | 97 |
| Largest net degree at the start of global routing | 67 |
| Post-synth area hogs | ha_1 13%, mux4_2 13%, a21oi_1 6.1%, mux2i_1 5.5%, nand2_1 5.0% |
| Unique cell types | 90 |
| FMAX | 0.08503 GHz |
| Chip height | 180.0 um |
| RSZ-0062 raised after global routing | false |
| Row Count | 64 |
| Area leader share | 12.77% |
-- per-layer routing --
metal / share of wire (%) / up-vias
li1: - / 5178
met1: 44 / 5508
met2: 45 / 589
met3: 8.1 / 80
met4: 3.1 / 0
met5: 0 / -
-- worst max path at each step --
stage     slack (ns)            to  cells past startpoint
4_1_cts         6.22  ALUResult[0]                     12
5_1_grt         6.08  ALUResult[0]                     12
6_report        6.14  ALUResult[0]                     12
-- cell families (layout without fill, tap and decap cells) --
logic type               after synthesis  after routing  share of synthesized area, %
AND-OR/OR-AND                        496            496                         34.85
AND/OR/NAND/NOR                      430            430                         21.74
buffers and inverters                209            221                         8.927
multiplexers                         127            127                         20.65
adder cells (fa/ha/maj)               99             99                         13.19
XOR/XNOR                               7              7                        0.6452
other                                  0              1                             0
-- metrics by stage --
stage	total power, mW	setup WS, ns	hold slack, ns	instances
after floorplan	0.2040	7.590	7.388	1368
final	0.3348	6.140	8.288	1777
after global placement	0.3281	6.227	8.296	1776
after CTS	0.3284	6.219	8.311	1776
after global routing	0.3593	6.079	8.338	1776
after detailed placement	0.3266	6.229	8.306	1776
-- worst max-delay path, stage by stage --
cell             delay, ns
clkdlybuf4s50_1       0.85
inv_1                 0.16
ha_1                  0.52
or4_4                 0.63
or3_1                 0.45
nor3b_2               0.25
and2_1                0.25
nand4_1               0.19
mux2_1                0.38
a211oi_2              0.25
o211ai_1              0.20
clkdlybuf4s50_1       0.47
-- area by class of cell --
type | count | area, um2
Multi-Input combinational cell | 1159 | 8678
Timing Repair Buffer | 125 | 1166
Antenna cell | 1 | 2.502
Fill cell | 3344 | 20210
Tap cell | 396 | 495.5
Inverter | 96 | 360.3
-- power by group through the flow --
stage | Sequential, mW | Clock [mW] | Combinational (mW)
CTS | 0 | 0 | 0.328
global route | 0 | 0 | 0.359
-- cells in the final DEF (no fill, tap or decap), types with 6 or more instances in the layout --
cell type and n:
mux4_2 53, a211oi_1 25, nand3_1 32, and3_1 13, nor4_1 10, o21ai_1 30
a2111oi_0 6, a211o_1 6, o31ai_1 8, o211ai_1 19, nor3_1 28, nor2_1 124
nand2_1 126, ha_1 97, a221oi_1 17, o221ai_1 8, a21oi_1 115, o21ai_0 83
o21a_1 7, a31oi_1 19, o21bai_1 22, mux2_2 19, clkdlybuf4s50_1 95, inv_1 93
o22ai_1 13, o2111ai_1 13, or2_2 8, a21o_1 22, nor2b_1 22, or3_1 10
mux2i_1 52, buf_4 26, nand2b_1 15, a22oi_1 15
Power figures rest on the tool's default switching activity, not on a simulated workload.
