==> flow/config.mk <==
export PLATFORM = sky130hd
export DESIGN_NAME = BranchUnit
export DESIGN_NICKNAME = BranchUnit
export VERILOG_FILES = /design/flow/design.v
export SDC_FILE = /design/flow/constraint.sdc
export NUM_CORES = 4
export LEC_CHECK = 1
export CORE_AREA = 10 10 94 94
export DIE_AREA = 0 0 104 104
==> flow/constraint.sdc <==
current_design BranchUnit

set clk_period 9.6
set clk_io_pct 0.2

create_clock -name clk0 -period $clk_period

set non_clock_inputs [all_inputs -no_clocks]
set_input_delay [expr $clk_period * $clk_io_pct] -clock clk0 $non_clock_inputs
set_output_delay [expr $clk_period * $clk_io_pct] -clock clk0 [all_outputs]
==> flow/design.v <==
package Pipe_Buf_Reg_PKG;
  typedef struct packed {
    logic [8:0]  Curr_Pc;
    logic [31:0] Curr_Instr;
  } if_id_reg;
  typedef struct packed {
    logic        ALUSrc;
    logic        MemtoReg;
    logic        RegWrite;
    logic        MemRead;
    logic        MemWrite;
    logic [1:0]  ALUOp;
    logic        Branch;
    logic        Jal;
    logic        Jalr;
    logic [8:0]  Curr_Pc;
    logic [31:0] RD_One;
    logic [31:0] RD_Two;
    logic [4:0]  RS_One;
    logic [4:0]  RS_Two;
    logic [4:0]  rd;
    logic [31:0] ImmG;
    logic [2:0]  func3;
    logic [6:0]  func7;
    logic [31:0] Curr_Instr;
  } id_ex_reg;
  typedef struct packed {
    logic        RegWrite;
    logic        MemtoReg;
    logic        MemRead;
    logic        MemWrite;
    logic [31:0] Pc_Imm;
    logic [31:0] Pc_Four;
    logic [31:0] Imm_Out;
    logic [31:0] Alu_Result;
    logic [31:0] RD_Two;
    logic [4:0]  rd;
    logic [2:0]  func3;
    logic [6:0]  func7;
    logic [31:0] Curr_Instr;
    logic JSel;
  } ex_mem_reg;
  typedef struct packed {
    logic        RegWrite;
    logic        MemtoReg;
    logic [31:0] Pc_Imm;
    logic [31:0] Pc_Four;
    logic [31:0] Imm_Out;
    logic [31:0] Alu_Result;
    logic [31:0] MemReadData;
    logic [4:0]  rd;
    logic [31:0] Curr_Instr;
    logic JSel;
  } mem_wb_reg;
endpackage
`timescale 1ns / 1ps
module BranchUnit #(
    parameter PC_W = 9
) (
    input logic [PC_W-1:0] Cur_PC,
    input logic [31:0] Imm,
    input logic Branch,
    input logic Jal,
    input logic Jalr,
    input logic [31:0] AluResult,
    output logic [31:0] PC_Imm,
    output logic [31:0] PC_Four,
    output logic [31:0] BrPC,
    output logic PcSel,
    output logic JSel
);
  logic Branch_Sel;
  logic [31:0] PC_Full;
  assign PC_Full = {23'b0, Cur_PC};
  assign PC_Imm = (Jalr) ? AluResult : (PC_Full + Imm);
  assign PC_Four = PC_Full + 32'b100;
  assign Branch_Sel = Branch && AluResult[0];   
  assign BrPC = (Branch_Sel || Jal || Jalr) ? PC_Imm : 32'b0;   
  assign PcSel = Branch_Sel || Jal || Jalr;   
  assign JSel = (Jal || Jalr);
endmodule
==> flow/run.sh <==
#!/bin/bash
# OpenROAD 26Q1-2900-gdf79404cd8, Yosys 0.63+post, stock flow scripts
make -C /OpenROAD-flow-scripts/flow DESIGN_CONFIG=/design/flow/config.mk WORK_HOME=/design/flow/orfs finish
==> summary.txt <==
run results: Cell Type Count 46, power per standard cell area 49.38 nW/um^2, worst hold path depth 2, initial antenna violation count 0, Clk pwr share 0, Worst Setup Start Kind input port, cells along the critical path clkdlybuf4s50_1 > ha_1 > a21o_1 > a31o_2 > o211ai_2 > a21oi_1 > and3_1 > o311ai_1 > clkdlybuf4s50_1, Fillers 664, Max FO, Critical Path 13, Period Utilization, post-route 0.7265, DP Worst Slack 2.631 ns, Iter 0 DRT Violations 58, final core utilization 0.4910, Slew HR 0.5526, Post-Route WL ~7900 um, Switching Share 0.3477, static leakage between 1 and 1.5 nW, chip area 10820 um^2, vias ~2300, synthesized area 1844 um^2, post-synthesis cell count 258, Antenna Diode Count 0, area grow syn2layout 81.89%, Core ar. 6832 um^2, maximum vdd ir drop 0.01553 mV, DR pass1 iterations 4, Tot GR Track Use 0.1368, CP arrival approximately 5.1 ns, Setup CP Type in2out, drt wl/cell about 16 um, Comb pwr share 1.000, sw power 57.59 uW, critical path endpoint category primary output, first-pass GRT wire length 12590 um, DRC viols 0, Non-Filler Instances around 500, area leader, netlist buf_4, number of global-route vias before repair 2331, OpenROAD warnings 32, Fmax 143.4 MHz, total congestion overflow 0, top post-synthesis cells by area buf_4 11%, xnor2_1 10%, mux2_2 9.8%, ha_1 6.8%, a22o_1 6.6%, Die X 104 um, hpwl dp between 6000 and 7000 um, critical path's most frequent cell clkdlybuf4s50_1, fin. max-slew vios 0, Vias/cell around 4.7, Int Pwr approximately 110 uW, GPL Wtd Cong about 0.81, Post-CTS Setup Repair Bufs 0, HP Class in2out, num ports 174, post-synth top area share 0.1058, worst hold slack approximately 4.7 ns, ANT nets after route 0, MaxCap Viol Count 0, setup TNS 0 ns, Flops 0, number of cells in Yosys stat approximately 260, fp_density 0.2700, Final Worst Setup Slack approximately 2.6 ns, largest net degree at the start of global routing 50, Critical Path RT 7.68 ns, outcome complete, no violations, pin slew with the least headroom to its limit 0.6691 ns, sequential cell area 0 um^2, Comb area between 1500 and 2000 um^2, Tmin final 6.974 ns, slowest stage delay, CP roughly 0.56 ns, register share of total power 0, RSZ-0062 raised after global routing false, Crit-path slowest cell o211ai_2, row count 30, post-CTS sizing 0, final setup violation count 0, synthesized area per cell 7.148 um^2, port buffer count roughly 150, Clock buffer cells 0, Syn. warnings 0, Die Y approximately 100 um, yosys stat chip area 1844 um^2, DP Cell Count 495, sequential share of the synthesized area 0, hold-fix buffers at CTS 0, layout cells sized above 1 0.07769, final hold vios 0
-- layout make-up --
class | count | share of cell area
multi-input combinational | 234 | 0.4931
timing repair buffer | 156 | 0.4610
tap | 96 | 0.03581
inverter | 9 | 0.01007
-- per-layer routing --
metal  up-vias  wire [um]  track usage
li1       1182          -            -
met1      1036       3666       0.1750
met5         -          0            0
met4         0          0    0.0009940
met3         0        559      0.03822
met2        94       3723       0.2360
-- worst max-delay path: cells and delay by family --
| family | cells | cell delay (ns) |
|---|---|---|
| fa+ha+maj | 1 | 0.41 |
| simple gates | 1 | 0.23 |
| buf+inv | 2 | 1.04 |
| compound gates | 5 | 1.44 |
-- path summary, 6_finish.rpt --
| kind | from | slack, ns | to |
|---|---|---|---|
| max | Cur_PC[4] | 2.63 | BrPC[31] |
| min | Cur_PC[0] | 4.68 | PC_Four[0] |
-- cells in the mapped netlist, types with 2 or more instances --
cell,count
a211oi_1,5
a21o_1,3
a21oi_1,11
a22o_1,14
a31oi_1,2
and2_1,7
and3_1,7
and4_1,4
buf_2,2
buf_4,26
clkbuf_1,7
ha_1,10
inv_1,9
mux2_2,16
nand2_1,27
nand3_1,11
nand4_1,6
nor2_1,9
nor2b_1,5
nor3b_1,2
o21ai_0,15
o21ai_1,5
o311ai_1,2
or2_2,2
xnor2_1,21
xor2_1,10
-- metrics by stage --
step | instance area (um^2) | total power [mW]
6_report | 3354 | 0.1657
5_1_grt | 3354 | 0.1826
4_1_cts | 3354 | 0.1692
3_5_place_dp | 3354 | 0.1680
3_3_place_gp | 3354 | 0.1683
2_1_floorplan | 1923 | 0.06303
-- layout by cell type (no fill, tap or decap), types with 11 or more instances in the layout --
cell type,instances
conb_1,22
nand2_1,27
mux2_2,16
a22o_1,14
o21ai_0,15
xnor2_1,21
clkdlybuf4s50_1,151
a21oi_1,11
nand3_1,11
-- logic make-up (layout without fill, tap and decap cells) --
family,Yosys count,after routing,synth area share
mux,16,16,0.09769
fa+ha+maj,11,11,0.07870
compound gates,68,68,0.2700
other cells,1,22,0.002033
xor+xnor,31,31,0.1472
buf+inv,45,165,0.1459
simple gates,86,86,0.2585
-- power groups by stage --
| stage | registers (mW) | clock network, mW | logic [mW] |
|---|---|---|---|
| final | 0 | 0 | 0.166 |
| after global routing | 0 | 0 | 0.183 |
| after CTS | 0 | 0 | 0.169 |
Power is estimated from default activity; no workload was simulated.
